File: flow/constraint.sdc
current_design ALU

set clk_period 25.1
set clk_io_pct 0.2

create_clock -name clk0 -period $clk_period

set non_clock_inputs [all_inputs -no_clocks]
set_input_delay [expr $clk_period * $clk_io_pct] -clock clk0 $non_clock_inputs
set_output_delay [expr $clk_period * $clk_io_pct] -clock clk0 [all_outputs]
File: flow/design.v
`timescale 1ns / 1ps
module ALU(
    input logic [31:0] SRC_A,
    input logic [31:0] SRC_B,
    input logic [3:0] ALU_CTRL,
    output logic [31:0] RESULT,
    output logic ZERO
    );
    always_comb begin
    case(ALU_CTRL)
    4'b0000: begin RESULT = SRC_A + SRC_B; end  
    4'b1000: begin RESULT = SRC_A - SRC_B; end  
    4'b0110: begin RESULT = SRC_A | SRC_B; end  
    4'b0111: begin RESULT = SRC_A & SRC_B; end  
    4'b0100: begin RESULT = SRC_A ^ SRC_B; end  
    4'b0101: begin RESULT = SRC_A >> SRC_B[4:0]; end  
    4'b0001: begin RESULT = SRC_A << SRC_B[4:0]; end  
    4'b1101: begin RESULT = $signed(SRC_A) >>> SRC_B[4:0]; end  
    4'b0010: begin RESULT = $signed(SRC_A) < $signed(SRC_B); end  
    4'b0011: begin RESULT = SRC_A < SRC_B; end  
    4'b1001: begin RESULT = SRC_A; end  
    default: begin RESULT = 32'd0; end
    endcase
    end
    assign ZERO = |RESULT;
endmodule
File: flow/config.mk
export PLATFORM = sky130hd
export DESIGN_NAME = ALU
export DESIGN_NICKNAME = ALU
export VERILOG_FILES = /design/flow/design.v
export SDC_FILE = /design/flow/constraint.sdc
export NUM_CORES = 4
export LEC_CHECK = 1
export CORE_UTILIZATION = 50
File: flow/run.sh
#!/bin/bash
# OpenROAD 26Q1-2900-gdf79404cd8, Yosys 0.63+post, stock flow scripts
make -C /OpenROAD-flow-scripts/flow DESIGN_CONFIG=/design/flow/config.mk WORK_HOME=/design/flow/orfs finish
==> reports/metrics.cfg <==
[synth]
ys_cells = 1524
yosysWarnings = 1
yosysTopAreaCellShare = 0.117
netlist_area_um2 = 10600
synth.most_common_cell = nand2_1
yosys_area_um2 = 10600
ys_top_cells_by_count = nand2_1, nor2_1, a21oi_1, ha_1, clkbuf_1
ys_seq_share = 0
yosysUniqueCellTypes = 82
synthCells = 1524
top_cells_by_area = ha_1, mux4_2, nand2_1
avgSynthCellArea_um2 = 6.96
synth_top_cell_by_area = ha_1

[drt]
drc = 0
dr.pass1.iters = 7
wirelength_mm = 53.2
drtIter0Drc = 1840
ant_nets = 0
wire_per_inst_um = 29.7
vias = 13400
via_per_inst = 7.46

[power_and_ir_drop]
p_per_area_nw_per_um2 = 23.1
cellLeakagePower_uw = 0.00475
ir_drop_v = 0.0000128

[worst_setup_path]
cp_max_fo = 60
cp.required_ns = 20.08
start_kind = input port
cp.arrival_ns = 10.77
crit_type = input port to output pin
crit_path_end_kind = output pin

[floorplan]
coreArea_um2 = 20500
die_w_um = 148
die_area_um2 = 21800
fp.dieH_um = 148
io_pins = 101
fp_util = 0.518
rows = 52

[status]
outcome = complete, no violations

[cells_and_area]
syn_to_final_growth_pct = 9.83
seq_area_um2 = 0
final_cell_area_um2 = 11700
fin_util = 0.569
nClkBuffers = 0
layout-drive-gt1-share = 0.102
ff_count = 0

[final_timing]
worst_slack_ns = 9.31
hold_violations = 0
fmaxAchievable_mhz = 63.3
worst_pin_slew_ns = 1.24
setup_viol = 0
setup_tns_ns = 0
grt_setup_unrepaired = no
fin_crit_ns = 15.79
report.final.slew_viol_count = 0
slew_headroom = 0.172
fin_crit_sh = 0.629

[global_routing]
grt_pass1_vias = 12200
grt_pass1_wl_mm = 78.9
grt_overflow = 0
grt_start_max_net_pins = 61
grtUsageTotal = 0.496
antenna_found_initial = 1

[cts]
cts_resized = 0
ctsHoldBuffers = 0
postCtsSetupBuffers = 0

[placed_design]
port_buffers = 101
gp_congestion = 1.10
hpwl_mm = 39.6
pre_cts_slack_ns = 9.59
dpl_cell_area_um2 = 11700

[job]
drv_cap = 0
openroad.warnings = 100

[min_path]
holdCritPathClass = input port to output pin

-- final cells by class --
type,instances,area (um^2)
multi-input combinational,1287,9680
fill,1969,8840
timing repair buffer,138,1270
inverter,97,364
tap,270,338
antenna,1,2.50
-- cells by family after synthesis --
group | share of synthesized area
compound gates | 0.341
xor+xnor | 0.00908
fa+ha+maj | 0.120
buf+inv | 0.0911
mux | 0.196
simple gates | 0.243
-- per-stage QoR --
| step | total power (uW) | std cells | hold WS (ns) |
|---|---|---|---|
| global placement | 257 | 1792 | 11.29 |
| global route | 284 | 1793 | 11.35 |
| CTS | 257 | 1792 | 11.30 |
| floorplan | 162 | 1524 | 10.16 |
| detailed placement | 256 | 1792 | 11.30 |
| finish | 270 | 1793 | 11.31 |
-- where the power goes --
group	internal, uW	switching [uW]	leakage [uW]	total (uW)
Sequential	0	0	0	0
Combinational	105	165	0.00475	270
Clock	0.00000535	0	0.00000000634	0.00000536
Total	105	165	0.00475	270
-- cell usage in the layout, fill, tap and decap left out, types with 17 or more instances in the layout --
cell and count:
a22oi_1 23, nand3_1 53, o22ai_1 32, nor2b_1 25, a221oi_1 20, ha_1 99
o31ai_1 17, clkdlybuf4s50_1 97, a21oi_1 103, nor3_1 32, nand4_1 19, inv_1 95
a211oi_1 27, o211ai_1 22, mux2i_1 50, nand2_1 140, a21o_1 26, mux2_2 31
nor2_1 128, o21ai_0 82, buf_4 39, mux4_2 54
-- path summary, 6_finish.rpt --
| check | start | endpoint | slack [ns] | cells past startpoint |
|---|---|---|---|---|
| setup / recovery | SRC_B[0] | ZERO | 9.31 | 16 |
| hold / removal | ALU_CTRL[0] | RESULT[1] | 11.31 | 5 |
-- metal layers --
layer / track usage / vias to the layer above / wire (um)
li1: - / 5830 / -
met1: 0.670 / 6188 / 19800
met2: 0.707 / 1129 / 21900
met3: 0.209 / 230 / 8700
met4: 0.187 / 0 / 2860
met5: 0 / - / 0
-- worst max-delay path: stages --
cell and delay, ns:
buf_4 0.52, buf_4 0.77, ha_1 0.31, inv_1 0.06, fa_1 0.40, nor2b_1 0.19
o21ai_0 0.39, nand2_1 0.18, a2bb2oi_1 0.18, a22oi_1 0.16, or4_1 0.51, or4_1 0.52
nor4_1 0.57, nor4b_1 0.38, nand4bb_1 0.15, clkdlybuf4s50_1 0.42
Power and IR drop assume default switching activity.
