==> config.mk <==
export PLATFORM = sky130hd
export DESIGN_NAME = PC
export DESIGN_NICKNAME = PC
export VERILOG_FILES = /design/flow/design.v
export SDC_FILE = /design/flow/constraint.sdc
export NUM_CORES = 4
export LEC_CHECK = 1
export CORE_AREA = 10 10 142 142
export DIE_AREA = 0 0 152 152
==> constraint.sdc <==
current_design PC

set clk_period 4.5
set clk_io_pct 0.2

create_clock -name clk0 -period $clk_period [get_ports {CLK}]

set non_clock_inputs [all_inputs -no_clocks]
set_input_delay [expr $clk_period * $clk_io_pct] -clock clk0 $non_clock_inputs
set_output_delay [expr $clk_period * $clk_io_pct] -clock clk0 [all_outputs]
==> design.v <==
`timescale 1ns / 1ps
module PC(
    input logic CLK,
    input logic RST,
    input logic PC_WRITE,
    input logic [2:0] PC_SOURCE,
    input logic [31:0] JALR,
    input logic [31:0] BRANCH,
    input logic [31:0] JAL,
    input logic [31:0] MTVEC,
    input logic [31:0] MEPC,
    output logic [31:0] PC_OUT,
    output logic [31:0] PC_OUT_INC
    );
    logic [31:0] PC_OUT_PLUS_FOUR, PC_IN;
    assign PC_OUT_PLUS_FOUR = PC_OUT + 4;
    assign PC_OUT_INC = PC_OUT_PLUS_FOUR;
    PC_MUX PCMUX(.PC_OUT_PLUS_FOUR(PC_OUT_PLUS_FOUR), .JALR(JALR), .BRANCH(BRANCH),
     .JAL(JAL), .MTVEC(MTVEC), .MEPC(MEPC), .PC_SOURCE(PC_SOURCE), .PC_MUX_OUT(PC_IN));
    PC_REG PCREG(.CLK(CLK), .RST(RST), .D(PC_WRITE), .IN(PC_IN), .OUT(PC_OUT));
endmodule
`timescale 1ns / 1ps
module PC_MUX(
    input logic [31:0] PC_OUT_PLUS_FOUR,
    input logic [31:0] JALR,
    input logic [31:0] BRANCH,
    input logic [31:0] JAL,
    input logic [31:0] MTVEC,
    input logic [31:0] MEPC,
    input logic [2:0] PC_SOURCE,
    output logic [31:0] PC_MUX_OUT
    );
    always_comb begin
        case(PC_SOURCE)
            3'b000: begin PC_MUX_OUT = PC_OUT_PLUS_FOUR;
            end
            3'b001: begin PC_MUX_OUT = JALR;
            end
            3'b010: begin PC_MUX_OUT = BRANCH;
            end
            3'b011: begin PC_MUX_OUT = JAL;
            end
            3'b100: begin PC_MUX_OUT = MTVEC;
            end
            3'b101: begin PC_MUX_OUT = MEPC;
            end
            3'b110: begin PC_MUX_OUT = 32'h00000006;  
            end                                      
            3'b111: begin PC_MUX_OUT = 32'h00000007;  
            end                                       
            default: begin PC_MUX_OUT = 32'h00000000;  
            end                                        
        endcase
    end
endmodule
`timescale 1ns / 1ps
module PC_REG(
    input logic CLK,
    input logic RST,
    input logic D,
    input logic [31:0] IN,
    output logic [31:0] OUT
    );
    always_ff@(posedge CLK) begin
        if (RST == 1'b1) begin  
            OUT <= 32'h00000000;
        end
        else if (D == 1'b1) begin  
            OUT <= IN;               
        end
    end
endmodule
==> run.sh <==
#!/bin/bash
# OpenROAD 26Q1-2900-gdf79404cd8, Yosys 0.63+post, stock flow scripts
make -C /OpenROAD-flow-scripts/flow DESIGN_CONFIG=/design/flow/config.mk WORK_HOME=/design/flow/orfs finish
==> summary.txt <==
run results: outcome=completed, fin util=35.5%, CTS buffer count=5, # port buffers=229, Post-Route WL=19400 µm, Fin Clk Skew=0.00559 ns, Final Max Slew Viols=0, largest net degree at the start of global routing=53, Rows=48, R2R setup slack=2.02 ns, Fmax=263 MHz, Ys Warns=2, maximum buffer depth of the clock tree=2, clk slew on worst S/H paths=0.05 ns, Arr. time, crit path=2.90 ns, largest registers=PCREG.OUT x32, worst min-delay path class=reg2reg, cell chosen for the clock root=clkbuf_16, Mapped Cells=475, Reg area=641 µm², cts repair resizes=0, Worst-Margin Slew=0.696 ns, final setup vio count=0, Placed Cells=900, first-pass GRT wire length=29300 µm, # IOs=230, Clk Latency, worst-skew pair=0.28 ns, Peak VDD IR=138 µV, fill count=1841, Avg Synthesized Cell Area=7.33 µm², most numerous logic cell after layout=clkdlybuf4s50_1, CP Data Required Time=3.60 ns, vias per inst=5.12, element type at the critical path start=flip-flop, YS chip area=3480 µm², crit end category=output pin, Non-Filler Instances=910, share of post-route cells with drive strength above 1=6.73%, power consumption=1.13 mW, clock period minus worst slack=3.80 ns, most used flip-flop cell=dfxtp_1, register bit total from synthesis=32, TNS Setup=0 ns, gpl congestion=0.930, grt total ovfl=0, CTS H-tree depth=2, Synth cell types=62, Area Growth Syn to Fin=75.3%, via count=4659, drt wl/cell=21.3 µm, RSZ-0062 raised after global routing=no, Cell Pwr Density=185 nW/µm², chip area=23100 µm², final HPWL from detailed placement=15700 µm, DRC=0, Worst slew margin=53.4%, final hold slack=0.536 ns, Final ANT Viol Nets=0, initial antenna violation count=5, logic area=2570 µm², Post-synth EDFFs=0, CTS tree=built, top logic cells by instance count in the layout=clkdlybuf4s50_1 (226), nand2_1 (40), a21oi_1 (33), Max Cap Viol=0, Post-CTS Setup Inserts=0, LEAKAGE=2.16 nW, max reg flops=32, GRT Total Usage=16.0%, Max FO, Critical Path=11, Fin. Hold Viols=0, Die H=152 µm, pre-placement core utilization=20.3%, Post-CTS Hold Buffers=0, CORE AREA=17200 µm², DIE WIDTH=152 µm, CP Class=reg2out, synthesized area=3480 µm², starting DRC count in detailed routing=282, Tool Warnings=25, number of global-route vias before repair=4699, Synth async-reset ratio=0%, Final Cycle Share=84.4%, Synth Seq Share=18.4%, Clock Sinks=32, Largest Register=PCREG.OUT, cell count listed in synth_stat.txt=475, 1st-pass router iterations=5
[cell usage after synthesis, drive strengths merged (3+ instances only)]
cell	n	area (µm²)
nand2	40	150
a21oi	33	165
dfxtp	32	641
mux2i	30	300
nor2	30	115
xnor2	25	219
o21ai	24	120
buf	22	118
clkbuf	21	78.8
inv	19	71.3
nand3	19	100
a22oi	18	135
a221oi	14	123
a31oi	13	81.3
nand4	13	93.8
mux2	10	113
nand2b	10	62.6
nor3	9	45.0
o22ai	9	56.3
or3	9	56.3
nor4	7	65.1
o311ai	6	52.6
o32ai	5	43.8
o211ai	4	30.0
o221ai	4	35.0
a211oi	3	22.5
a221o	3	30.0
a311oi	3	26.3
and2	3	18.8
and4	3	28.8
nor2b	3	18.8
xor2	3	26.3
[where the power goes]
| part | switching, mW | internal (mW) |
|---|---|---|
| sequential | 0.0376 | 0.304 |
| combinational | 0.164 | 0.277 |
| clock | 0.129 | 0.221 |
[critical path, stage by stage (launching register included)]
cell and delay (ns):
dfxtp_1 0.41, ha_1 0.30, and4_1 0.53, nand3_2 0.16
or4_4 0.57, xnor2_1 0.16, clkdlybuf4s50_1 0.49
[metal layers]
metal  share of wire (%)  GRT usage [%]  up-vias
met5               0.067              0        -
met4                 1.2           1.70        2
met3                 9.9           5.53       20
met2                  48           26.6      234
met1                  41           20.3     2174
li1                    -              -     2229
[cell families (layout without fill, tap and decap cells)]
group / after synthesis / count (layout) / synth area share (%)
buffers and inverters: 63 / 271 / 7.80
adder cells (fa/ha/maj): 1 / 1 / 0.359
other: 0 / 2 / 0
AND-OR/OR-AND: 159 / 159 / 31.5
flip-flops: 32 / 32 / 18.4
AND/OR/NAND/NOR: 152 / 152 / 23.0
XOR/XNOR: 28 / 28 / 7.05
multiplexers: 40 / 40 / 11.9
[through the flow]
step,setup WS [ns],area (µm²)
detailed placement,1.01,5950
CTS,0.698,6100
global route,0.470,6100
finish,0.703,6100
global placement,1.09,5950
floorplan,1.99,3480
[final cells by class]
cell class,instances,area share (%)
multi-input combinational,380,42.1
inverter,20,1.23
timing repair buffer,243,39.0
antenna,2,0.0820
sequential,32,10.5
tap,225,4.61
clock buffer,8,2.40
[worst paths after layout]
check,endpoint,cells past startpoint,startpoint
setup / recovery,PC_OUT_INC[22],6,PCREG.OUT[2]
hold / removal,PCREG.OUT[2],2,PCREG.OUT[2]
setup reg to reg,PCREG.OUT[22],6,PCREG.OUT[2]
hold reg to reg,PCREG.OUT[2],2,PCREG.OUT[2]
Power is estimated from default activity; no workload was simulated.
